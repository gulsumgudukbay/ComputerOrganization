**flow/run.sh**
```bash
#!/bin/bash
# OpenROAD 26Q1-2900-gdf79404cd8, Yosys 0.63+post, stock flow scripts
make -C /OpenROAD-flow-scripts/flow DESIGN_CONFIG=/design/flow/config.mk WORK_HOME=/design/flow/orfs finish
```
**flow/config.mk**
```make
export PLATFORM = sky130hd
export DESIGN_NAME = top
export DESIGN_NICKNAME = top
export VERILOG_FILES = /design/flow/design.v
export SDC_FILE = /design/flow/constraint.sdc
export NUM_CORES = 4
export LEC_CHECK = 1
export CORE_UTILIZATION = 50
```
**flow/constraint.sdc**
```tcl
current_design top

set clk_period 47.7
set clk_io_pct 0.2

create_clock -name clk0 -period $clk_period [get_ports {clk}]

set non_clock_inputs [all_inputs -no_clocks]
set_input_delay [expr $clk_period * $clk_io_pct] -clock clk0 $non_clock_inputs
set_output_delay [expr $clk_period * $clk_io_pct] -clock clk0 [all_outputs]
```
**flow/design.v**
```verilog
`timescale 1ns / 1ps
module adder(input [31:0] a, b,
             output [31:0] y);
	assign y = a + b;
endmodule
`timescale 1ns / 1ps
module alu(input      [31:0] a, b, 
           input      [2:0]  alucont, 
           output reg [31:0] result,
           output            zero);
   always @(*)begin
    case(alucont)
	 3'b010: result = a + b; 
	 3'b110: result = a - b;
	 3'b000: result = a & b;
	 3'b001: result = a | b;
	 3'b011: result = (a>=b) ? 1:0;
	 3'b111: result = (a<b) ? 1:0;
    default: result = 32'b0;
    endcase
	 end
	 assign zero =(result == 32'b0) ? 32'b1 : 32'b0;
endmodule
`timescale 1ns / 1ps
module aludec(input      [5:0] funct,
              input      [1:0] aluop,
              output reg [2:0] alucontrol);
  always @(*)
    case(aluop)
      2'b00: alucontrol <= 3'b010;   
      2'b01: alucontrol <= 3'b110;   
		2'b10: case(funct)           
          6'b100000: alucontrol <= 3'b010;  
          6'b100010: alucontrol <= 3'b110;  
          6'b100100: alucontrol <= 3'b000;  
          6'b100101: alucontrol <= 3'b001;  
          6'b101010: alucontrol <= 3'b111;  
          default:   alucontrol <= 3'bxxx;  
        endcase
		2'b11: alucontrol <= 3'b011;  
    endcase
endmodule
`timescale 1ns / 1ps
module controller(input  [5:0] op, funct,
                  input        zero,
                  output       memtoreg, memwrite,
                  output       pcsrc, alusrc,
                  output       regdst, regwrite,
                  output       jump,
						output		 branchIfEqualOrGreater,
						output		 jalr,
						output		 isImmed, writeToRS,
                  output [2:0] alucontrol);
  wire [1:0] aluop;
  wire       branch;
  maindec md (op, regwrite, regdst, alusrc, branch,
             memwrite, memtoreg, aluop, jump, 
				 branchIfEqualOrGreater, jalr, isImmed, writeToRS);
  aludec  ad (funct, aluop, alucontrol);
  assign pcsrc = branch & zero;
endmodule
`timescale 1ns / 1ps
module datapath(input         clk, reset,
                input         memtoreg, pcsrc,
                input         alusrc, regdst,
                input         regwrite, jump,
					 input			branchIfEqualOrGreater,
					 input			jalr,
					 input			isImmed, writeToRS,
                input  [2:0]  alucontrol, 
                output        outputOfbegMux,
                output [31:0] pc,
                input  [31:0] instr,
                output [31:0] aluout, writedata,
                input  [31:0] readdata);
  wire [4:0]  writereg;
  wire [31:0] pcnext, pcnextbr, pcplus4, pcbranch;
  wire [31:0] signimm, signimmsh;
  wire [31:0] srca, srcb;
  wire [31:0] result;
  wire [31:0] outputOfMinusFourMux, outputOfJalrLeftMux, outputOfjalrRightMux;
  wire [4:0] outputOfWriteToRSMux;
  flopr #(32) pcreg(clk, reset, pcnext, pc);
  adder       pcadd1(pc, 32'b100, pcplus4);
  sl2         immsh(signimm, signimmsh);
  adder       pcadd2(pcplus4, signimmsh, pcbranch);
  mux2 #(32)  branchmux(pcplus4, pcbranch, pcsrc,
                      pcnextbr);
  mux2 #(32)  jalrLeftMux({pcplus4[31:28], 
                    instr[25:0], 2'b00}, srca, jalr, outputOfJalrLeftMux);
  mux2 #(32)  jumpmux(pcnextbr, outputOfJalrLeftMux, 
                    jump, pcnext);
  mux2 #(32)  minusfourmux(32'hFFFFFFFC, signimm, isImmed, outputOfMinusFourMux);
  mux2 #(32)  jalrRightMux(result, pcplus4, jalr, outputOfjalrRightMux);
  regfile     rf(clk, regwrite, instr[25:21],
                 instr[20:16], writereg,
                 outputOfjalrRightMux, srca, writedata);
  mux2 #(5)  writeToRSMux(instr[15:11], instr[25:21], writeToRS, outputOfWriteToRSMux);
  mux2 #(5)   w_addrmux(instr[20:16], outputOfWriteToRSMux,
                    regdst, writereg);
  mux2 #(32)  w_datamux(aluout, readdata,
                     memtoreg, result);
  signext     se(instr[15:0], signimm);
  mux2 #(32)  srcbmux(writedata, outputOfMinusFourMux, alusrc, srcb);
  mux2 # (1) begMux(zero, aluout[0], branchIfEqualOrGreater, outputOfbegMux);
  alu         alu(srca, srcb, alucontrol,
                  aluout, zero);
endmodule
module displaycontroller (
		input clk, clear,
		input [1:4] enables, 
		input [3:0] digit4, digit3, digit2, digit1,
		output [0:3] AN,
		output [6:0] C,
		output       DP
		);
		reg [3:0] current_digit, cur_dig_AN;
		reg [6:0] segments;
      assign AN = ~(enables & cur_dig_AN); 
      assign C = ~segments;      
      assign DP = 1;             
	   localparam N=18;
	   reg [N-1:0] count;
	always @(posedge clk, posedge clear)
		if(clear) count <= 0;
		else count <= count + 1;	
	always @ (count[N-1:N-2], digit1, digit2, digit3, digit4)
	   case (count[N-1:N-2])
		2'b00: begin current_digit = digit4; cur_dig_AN = 4'b0001; end  
		2'b01: begin current_digit = digit3; cur_dig_AN = 4'b0010; end
		2'b10: begin current_digit = digit2; cur_dig_AN = 4'b0100; end
		2'b11: begin current_digit = digit1; cur_dig_AN = 4'b1000; end
		default: begin current_digit = 4'bxxxx; cur_dig_AN = 4'bxxxx; end
	   endcase
	always @ (current_digit)
		case (current_digit)
		4'b0000: segments = 7'b111_1110;   
		4'b0001: segments = 7'b011_0000;   
		4'b0010: segments = 7'b110_1101;   
		4'b0011: segments = 7'b111_1001;   
		4'b0100: segments = 7'b011_0011;   
		4'b0101: segments = 7'b101_1011;   
		4'b0110: segments = 7'b101_1111;   
		4'b0111: segments = 7'b111_0000;   
		4'b1000: segments = 7'b111_1111;   
		4'b1001: segments = 7'b111_0011;   
		4'b1010: segments = 7'b111_0111;   
		4'b1011: segments = 7'b001_1111;   
		4'b1100: segments = 7'b000_1101;   
		4'b1101: segments = 7'b011_1101;   
		4'b1110: segments = 7'b100_1111;   
		4'b1111: segments = 7'b100_0111;   
		default: segments = 7'bxxx_xxxx;
		endcase		
endmodule
`timescale 1ns / 1ps
module dmem(input         clk, we,
            input  [31:0] addr, wd,
            output [31:0] rd);
  reg  [31:0] RAM[63:0];
  assign rd = RAM[addr[31:2]];  
  always @(posedge clk)
    if (we)
      RAM[addr[31:2]] <= wd;    
endmodule
`timescale 1ns / 1ps
module flopr #(parameter WIDTH = 8)
              (input                  clk, reset,
               input      [WIDTH-1:0] d, 
               output reg [WIDTH-1:0] q);
  always @(posedge clk, posedge reset)
    if (reset) q <= 0;
    else       q <= d;
endmodule
`timescale 1ns / 1ps
module imem ( input [5:0] addr,
    		   output reg [31:0] instr);
	always@(addr)
	   case ({addr,2'b00})		    
		8'h00: instr = 32'h20020005;   
		8'h04: instr = 32'h2003000c;   
		8'h08: instr = 32'h2067fff7;   
		8'h0c: instr = 32'h00e22025;   
		8'h10: instr = 32'h00642824;
		8'h14: instr = 32'h00a42820;
		8'h18: instr = 32'h10a7000a;
		8'h1c: instr = 32'h0064202a;
		8'h20: instr = 32'h10800001;
		8'h24: instr = 32'h20050000;
		8'h28: instr = 32'h00e2202a;
		8'h2c: instr = 32'h00853820;
		8'h30: instr = 32'h00e23822;
		8'h34: instr = 32'hac670044;
		8'h38: instr = 32'h8c020050;
		8'h3c: instr = 32'h08000011; 
		8'h40: instr = 32'h20020001;
		8'h44: instr = 32'b01010100000000000000000000000001;  
		8'h48: instr = 32'h00e22025;
		8'h4c: instr = 32'b11111100000001110000000001010100;  
		8'h50: instr = 32'b10110011101001110000000000000000;  
		8'h54: instr = 32'b10111100000000001111100000000000;  
		8'h58: instr = 32'hac020054; 
		8'h6c: instr = 32'h08000012;	 
	     default: instr = {32{1'bx}};	 
	   endcase
endmodule
`timescale 1ns / 1ps
module maindec(input  [5:0] op,
               output       regwrite, regdst,
               output       alusrc, branch, 
               output       memwrite, memtoreg,
               output [1:0] aluop, 
               output       jump,
					output		 branchIfEqualOrGreater,
					output		 jalr,
					output		 isImmed, writeToRS);
  reg [12:0] controls;
  assign {regwrite, regdst, alusrc, branch, 
          memwrite, memtoreg, aluop, jump, 
			 branchIfEqualOrGreater, jalr, 
			 isImmed, writeToRS} = controls;
  always @(*)
    case(op)
      6'b000000: controls <= 13'b110000100x0x0;  
      6'b100011: controls <= 13'b101001000x01x;  
      6'b101011: controls <= 13'b001010000xx1x;  
      6'b000100: controls <= 13'b0001000100xxx;  
      6'b001000: controls <= 13'b101000000x01x;  
      6'b000010: controls <= 13'b000000001x0xx;  
		6'b010101: controls <= 13'b0x010x1101xxx;  
		6'b101111: controls <= 13'b11xx0xxx1x1x0;  
		6'b101100: controls <= 13'b111010000x001;  
		6'b111111: controls <= 13'b101011000x01x;  
      default:   controls <= 13'bxxxxxxxxx;  
    endcase
endmodule
`timescale 1ns / 1ps
module mips (input         clk, reset,
             output [31:0] pc,
             input  [31:0] instr,
             output        memwrite,
             output [31:0] aluout, writedata,
             input  [31:0] readdata);
  wire        memtoreg, pcsrc, zero,
              alusrc, regdst, regwrite, jump,
				  branchIfEqualOrGreater,
				  jalr,
				  isImmed, writeToRS;
  wire [2:0]  alucontrol;
  controller c (instr[31:26], instr[5:0], zero,
               memtoreg, memwrite, pcsrc,
               alusrc, regdst, regwrite, jump,
               branchIfEqualOrGreater,
					jalr,
					isImmed, writeToRS, alucontrol);
  datapath dp (clk, reset, memtoreg, pcsrc,
              alusrc, regdst, regwrite, jump,
				  branchIfEqualOrGreater,
				  jalr,
				  isImmed, writeToRS,
				  alucontrol, zero, pc, instr,
              aluout, writedata, readdata);
endmodule
`timescale 1ns / 1ps
module mux2 #(parameter WIDTH = 8)
             (input  [WIDTH-1:0] d0, d1, 
              input              s, 
              output [WIDTH-1:0] y);
  assign y = s ? d1 : d0; 
endmodule
module pulsecontroller(
	input CLK, sw_input, clear,
	output reg clk_pulse );
	 reg [2:0] state, nextstate;
	 reg [20:0] CNT; 
	 wire cnt_zero; 
	always @ (posedge CLK, posedge clear)
	   if(clear)
	    	state <=3'b000;
	   else
	    	state <= nextstate;
	always @ (sw_input, state, cnt_zero)
          case (state)
             3'b000: begin if (sw_input) nextstate = 3'b001; 
                           else nextstate = 3'b000; clk_pulse = 0; end	     
             3'b001: begin nextstate = 3'b010; clk_pulse = 1; end
             3'b010: begin if (cnt_zero) nextstate = 3'b011; 
                           else nextstate = 3'b010; clk_pulse = 0; end
             3'b011: begin if (sw_input) nextstate = 3'b011; 
                           else nextstate = 3'b100; clk_pulse = 0; end
             3'b100: begin if (cnt_zero) nextstate = 3'b000; 
                           else nextstate = 3'b100; clk_pulse = 0; end
            default: begin nextstate = 3'b000; clk_pulse = 0; end
          endcase
	always @(posedge CLK)
	   case(state)
		3'b001: CNT <= 2000000;
		3'b010: CNT <= CNT-1;
		3'b011: CNT <= 2000000;
		3'b100: CNT <= CNT-1;
	   endcase
	assign cnt_zero = ~|CNT;
endmodule
`timescale 1ns / 1ps
module regfile(input         clk, 
               input         we3, 
               input  [4:0]  ra1, ra2, wa3, 
               input  [31:0] wd3, 
               output [31:0] rd1, rd2);
	reg [31:0] rf[31:0];
	always @(posedge clk)
		if (we3) rf[wa3] <= wd3;	
	assign rd1 = (ra1 != 0) ? rf[ra1] : 0;
	assign rd2 = (ra2 != 0) ? rf[ra2] : 0;
endmodule
`timescale 1ns / 1ps
module signext(input  [15:0] a,
               output [31:0] y);
	assign y = {{16{a[15]}}, a};	 
endmodule
`timescale 1ns / 1ps
module sl2(input  [31:0] a,
           output [31:0] y);
	assign y = {a[29:0], 2'b00};	 
endmodule
`timescale 1ns / 1ps
module top( input         clk, reset, sw_input, 
            output        memwrite,
				output [0:3] AN,
				output [6:0] C, 
				output DP);
  wire [31:0] pc, instr, readdata, writedata, dataadr;
  mips mips(clk_pulse, reset, pc, instr, memwrite, dataadr, writedata, readdata);
  imem imem(pc[7:2], instr);
  dmem dmem(clk_pulse, memwrite, dataadr, writedata, readdata);
  displaycontroller dc( clk, reset,4'b1111, dataadr[7:4], dataadr[3:0], writedata[7:4], writedata[3:0], AN, C, DP);
  pulsecontroller pulsec( clk, sw_input, reset, clk_pulse );
endmodule
```
==> impl_metrics.env <==
# implementation run metrics
export IMPL_crit_slowest_cell="clkdlybuf4s50_1"
export IMPL_dr_pass1_iters=8
export IMPL_leakagePower_nw=30.1
export IMPL_cts_htree_levels=2
export IMPL_track_usage=0.383
export IMPL_worstPathArrival_ns=3.16
export IMPL_async_flop_share=0.0231
export IMPL_layout_drive_gt1_share=0.0847
export IMPL_untimed_endpoints=4581
export IMPL_crit_chain="buf_4, mux2_2, a21oi_1, inv_1, ha_1, nor2_1, a21oi_1, nor2_1, a311oi_1, clkdlybuf4s50_1"
export IMPL_cts_setup_buffers=0
export IMPL_peakVddDrop_mv=0.0131
export IMPL_status="finished, final reports clean"
export IMPL_cts_buffers=5
export IMPL_io_buffers=14
export IMPL_fp_util=0.505
export IMPL_holdWs_ns=0.462
export IMPL_unclocked_pins=2339
export IMPL_worst_hold_path_type="reg -> reg"
export IMPL_slew_violations=0
export IMPL_slowest_delay_ns=0.50
export IMPL_final_hold_violation_count=0
export IMPL_yosysUniqueCellTypes=100
export IMPL_synthTopCellsByArea="edfxtp_1, a22oi_1, nand2_1"
export IMPL_synth_area_um2=98700
export IMPL_common_cells="edfxtp_1, nand2_1, a22oi_1"
export IMPL_wl_per_cell_um=35.9
export IMPL_routed_via_count=63499
export IMPL_viasPerCell=6.64
export IMPL_place_area_um2=105000
export IMPL_insertion_delay_ns=0.29
export IMPL_stdcell_area_um2=105000
export IMPL_slew_limit_headroom=0.158
export IMPL_antenna_found_initial=20
export IMPL_postSynthCellCount=6923
export IMPL_r2r_slack_ns=44.40
export IMPL_critPathMaxFanout=13
export IMPL_ys_cells=6923
export IMPL_chipArea_um2=199000
export IMPL_yosys_stat_seqShare=0.722
export IMPL_setup_worst_path_start_class="flip-flop"
export IMPL_netlist_area_leader_share=0.708
export IMPL_finalCriticalPeriod_ns=12.70
export IMPL_rsz0062_at_grt="false"
export IMPL_critPathKind="reg -> out"
export IMPL_flop_area_um2=71300
export IMPL_timing_fmax_mhz=78.7
export IMPL_die_w_um=446
export IMPL_edf_count=2328
export IMPL_power_density_nw_per_um2=0.937
export IMPL_grt_pass1_vias=63889
export IMPL_finalClockSkew_ns=0.00321
export IMPL_place_congestion=1.00
export IMPL_most_common_cell="edfxtp_1"
export IMPL_die_h_um=446
export IMPL_setup_violations=0
export IMPL_fin_setup_tns_ns=0
export IMPL_end_kind="output pin"
export IMPL_cts_path_max_buffers=2
export IMPL_core_um2=196000
export IMPL_drtIter0Drc=4885
export IMPL_grt_overflow_total=0
export IMPL_num_rows=162
export IMPL_synth_chip_area_um2=98700
export IMPL_root_buffer="clkbuf_16"
export IMPL_synth_flops=2383
export IMPL_cts_tree="built"
export IMPL_yosys_warnings=11
export IMPL_area_growth_pct=6.14
export IMPL_comb_area_um2=26500
export IMPL_drc=0
export IMPL_clkTransAtPathRegs_ns=0.06
export IMPL_place_hpwl_mm=215
export IMPL_worstMarginPinSlew_ns=1.25
export IMPL_drv_cap=0
export IMPL_ys_flop_type="edfxtp_1"
export IMPL_layout_filler_cells=15575
export IMPL_hold_buffers=0
export IMPL_grt_pass1_wl_mm=480
export IMPL_crit_required_ns=38.16
export IMPL_grt_max_degree=230
export IMPL_wirelength_mm=343
export IMPL_cts_resized=0
export IMPL_ant_nets=0
export IMPL_avgSynthCellArea_um2=14.3
export IMPL_io_pins=16
export IMPL_min_period_over_period=0.266
export IMPL_top_area_cell="edfxtp_1"
export IMPL_warning_count=136
## sequential cells by signal (all words and copies together) (netlist names)
| name | flops |
|---|---|
| dc.count | 18 |
| pulsec.CNT | 21 |
| dmem.RAM | 2048 |
| mips.dp.rf.rf | 259 |
| pulsec.state | 5 |
| mips.dp.pcreg.q | 32 |
## placed cells by master, fill, tap and decap left out, types with 59 or more instances in the layout
| master | n |
|---|---|
| ha_1 | 136 |
| nor2_1 | 247 |
| conb_1 | 67 |
| nor3_1 | 59 |
| a21oi_1 | 406 |
| a22o_1 | 152 |
| a221oi_1 | 211 |
| o21ai_0 | 130 |
| buf_4 | 351 |
| nand3_1 | 216 |
| edfxtp_1 | 2328 |
| a22oi_1 | 423 |
| nand2_1 | 744 |
| a31oi_1 | 153 |
| nor2_4 | 77 |
| a211oi_1 | 60 |
| o221ai_1 | 59 |
| inv_1 | 136 |
| xnor2_1 | 81 |
## logic make-up after synthesis
kind of cell	share of synthesized area
flip-flops	0.722
AND-OR/OR-AND	0.146
AND/OR/NAND/NOR	0.0739
buffers and inverters	0.0236
adder cells (fa/ha/maj)	0.0178
XOR/XNOR	0.00958
multiplexers	0.00720
other	0.0000761
## report_power, final
group,switching [mW],internal [mW]
sequential,0.00295,0.0453
clock,0.0144,0.0248
combinational,0.00661,0.00417
total,0.0239,0.0742
## metal layers
layer	GRT usage	routed length, µm	vias to the layer above
met2	0.514	149000	4512
met5	0.0491	1310	-
met3	0.301	65400	585
met1	0.476	109000	31184
li1	-	-	27178
met4	0.147	18100	40
## worst paths after layout
path | to | depth (start not counted) | from
worst max-delay path | C[3] | 10 | dc.count[17]
worst min-delay path | dc.count[14] | 1 | dc.count[14]
worst max register to register | pulsec.CNT[19] | 8 | pulsec.CNT[4]
worst min register to register | dc.count[14] | 1 | dc.count[14]
max in group asynchronous | dc.count[11] | 3 | reset
min in group asynchronous | dc.count[5] | 2 | reset
## critical path, delay by kind of cell, from the launching register on
kind | cells | cell delay, ns
and+or+nand+nor | 2 | 0.12
muxes | 1 | 0.37
buffers and inverters | 3 | 0.90
AOI/OAI and AO/OA | 3 | 0.76
DFF | 1 | 0.32
adders and majority gates | 1 | 0.40
## through the flow
stage	utilization	setup slack [ns]	cells	power [mW]
after floorplan	-	19.20	6988	0.0569
after global placement	0.535	35.30	9549	0.0600
after detailed placement	0.535	35.28	9549	0.0599
after CTS	0.536	34.97	9557	0.0989
after global routing	0.536	34.79	9559	0.103
final	0.536	35.00	9567	0.0982
## final cells by class
type | instances | area share
Timing Repair Buffer | 374 | 0.0282
Antenna cell | 10 | 0.000239
Sequential cell | 2383 | 0.680
Tap cell | 2624 | 0.0313
Clock inverter | 1 | 0.000287
Clock buffer | 7 | 0.00127
Inverter | 140 | 0.00502
Multi-Input combinational cell | 4028 | 0.253
No activity file was given, so power comes from the tool's default toggle rates.
