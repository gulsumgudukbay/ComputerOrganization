`flow/design.v`:
```
`timescale 1ns / 1ps
module adder(input [31:0] a, b,
             output [31:0] y);
	assign y = a + b;
endmodule
`timescale 1ns / 1ps
module alu(input      [31:0] a, b, 
           input      [2:0]  alucont, 
           output reg [31:0] result,
           output            zero);
   always @(*)begin
    case(alucont)
	 3'b010: result = a + b; 
	 3'b110: result = a - b;
	 3'b000: result = a & b;
	 3'b001: result = a | b;
	 3'b011: result = (a>=b) ? 1:0;
	 3'b111: result = (a<b) ? 1:0;
    default: result = 32'b0;
    endcase
	 end
	 assign zero =(result == 32'b0) ? 32'b1 : 32'b0;
endmodule
`timescale 1ns / 1ps
module mux2 #(parameter WIDTH = 8)
             (input  [WIDTH-1:0] d0, d1, 
              input              s, 
              output [WIDTH-1:0] y);
  assign y = s ? d1 : d0; 
endmodule
`timescale 1ns / 1ps
module sl2(input  [31:0] a,
           output [31:0] y);
	assign y = {a[29:0], 2'b00};	 
endmodule
`timescale 1ns / 1ps
module Execute( input branchE, regDstE, ALUsrcE, 
					 input [1:0] forwardAE, forwardBE,
					 input [2:0] ALUControlE,
					 input [4:0] rtE, rdE,
					 input [31:0] rd1E, rd2E, signImmE, PCPlus4E, ALUOutM, resultW,
					 output [31:0] ALUOutE, writeDataE, PCBranchE,
					 output [4:0] writeRegE,
					 output PCSrcE);
wire [31:0] outOffrwrdAMux, outputOfsrcBMux, shiftedImm; 
mux4 #(32) forwrdAMux(rd1E, resultW, ALUOutM, forwardAE, outOffrwrdAMux);
mux4 #(32) forwrdBMux(rd2E, resultW, ALUOutM, forwardBE, writeDataE);
mux2 #(5) rtOrRd(rtE, rdE, regDstE, writeRegE);
mux2 #(32) srcBMux(writeDataE, signImmE, ALUsrcE, outputOfsrcBMux);
sl2 shiftSignExtImm(signImmE, shiftedImm);
adder adderForPCBranchE(shiftedImm, PCPlus4E, PCBranchE);
alu a(outOffrwrdAMux, outputOfsrcBMux, ALUControlE, ALUOutE,ALUZero);
and(PCSrcE, branchE, ALUZero);
endmodule
`timescale 1ns / 1ps
module mux4 #(parameter WIDTH = 32)
             (input  [WIDTH-1:0] d0, d1, d2,
              input  [1:0]       s, 
              output reg [WIDTH-1:0] y);
  always @(*)
    case(s)
	 2'b00: y <= d0;
	 2'b01: y <= d1;
	 2'b10: y <= d2;
	 default: y <= 32'bx;
	 endcase
endmodule
```
`flow/run.sh`:
```
#!/bin/bash
# OpenROAD 26Q1-2900-gdf79404cd8, Yosys 0.63+post, stock flow scripts
make -C /OpenROAD-flow-scripts/flow DESIGN_CONFIG=/design/flow/config.mk WORK_HOME=/design/flow/orfs finish
```
`flow/config.mk`:
```
export PLATFORM = sky130hd
export DESIGN_NAME = Execute
export DESIGN_NICKNAME = Execute
export VERILOG_FILES = /design/flow/design.v
export SDC_FILE = /design/flow/constraint.sdc
export NUM_CORES = 4
export LEC_CHECK = 1
export CORE_AREA = 10 10 198 198
export DIE_AREA = 0 0 208 208
```
`flow/constraint.sdc`:
```
current_design Execute

set clk_period 28.9
set clk_io_pct 0.2

create_clock -name clk0 -period $clk_period

set non_clock_inputs [all_inputs -no_clocks]
set_input_delay [expr $clk_period * $clk_io_pct] -clock clk0 $non_clock_inputs
set_output_delay [expr $clk_period * $clk_io_pct] -clock clk0 [all_outputs]
```
==> impl_metrics.yaml <==
# yosys + openroad results
floorplan:
  die_w_um: 208
  core_um2: 34700
  die_height_um: 208
  fp_util_pct: 23.8
  io_pins: 314
  placementRows: 68
  chip_area_um2: 43300
final_timing:
  hold_ws_ns: 11.56
  drv_slew: 0
  final-setup-viol-count: 0
  hold_viol: 0
  slew_headroom_pct: 41.7
  setup_tns_ns: 0
  period_minus_slack_ns: 18.34
  max_freq_ghz: 0.0545
  post-route-worst-setup-slack_ns: 10.56
  rsz0062_at_grt: "false"
  post-route-period-util_pct: 63.5
  tightest_slew_ns: 0.853
final_layout:
  flop-count: 0
  drive_gt1_share_pct: 4.21
  final_area_um2: 11600
  fillers: 3739
  clockBufferCount: 0
  finalNonFillerCells: 1975
  syn2layout_area_growth_pct: 41.0
  seq_area_um2: 0
  final_util_pct: 33.5
drt:
  num_antenna_cells: 0
  drt_first_iter_violations: 699
  dr.pass1.iters: 5
  ant_nets: 0
  vias: 10100
  drc: 0
  viasPerCell: 5.13
  wl_per_cell_um: 20.5
  routed_wl_mm: 40.4
worst_setup_path:
  endpoint_kind: "primary output"
  worst-setup-path-type: "in -> out"
  startpoint_type: "primary input"
  worstPathMaxFanout: 64
  required_ns: 23.12
  worstPathArrival_ns: 12.56
power:
  power_mw: 0.338
  power_density_nw_per_um2: 29.0
  p_leak_nw: 4.95
  vdd_drop_max_mv: 0.0159
global_routing:
  grt_pass1_vias: 9923
  grt.overflow.total: 0
  grt_first_pass_wirelength_mm: 61.3
  grt_max_degree: 65
  antenna_found_initial: 1
  grt.total_usage_pct: 17.8
logic_synthesis:
  netlist_top_cells_count: "inv_1 (147), nand2_1 (135), ha_1 (131), a21oi_1 (128), o21ai_0 (106)"
  yosys-stat-cells: 1278
  syn_area_um2: 8250
  ys_types: 91
  synthesis.yosys.warnings: 3
  yosys_area_um2: 8250
  syn-instance-count: 1278
  yosysMostFrequentCell: "inv_1"
  synthTopCellsByArea: "ha_1 (20%), a21oi_1 (7.8%), inv_1 (6.7%)"
  top_area_cell: "ha_1"
  top_area_share_pct: 19.9
  ys_seq_share_pct: 0
  synth_area_per_cell_um2: 6.45
run:
  drv_cap: 0
  warnings: 100
clocking:
  cts_hold_buf: 0
  cts_setup_buffers: 0
  post_cts_resize_count: 0
placement:
  dpl.cell_count: 1975
  dpl.hpwl_mm: 34.6
  gp_congestion: 0.979
  post_dp_cell_area_um2: 11600
  place_ws_ns: 10.64
  port_buffers: 310
min_path:
  hp-class: "in -> out"
run_status:
  outcome: "finished, final reports clean"
[critical path, cell delays in order]
cell             delay (ns)
clkdlybuf4s50_1        0.52
inv_1                  0.06
ha_2                   0.30
buf_4                  0.53
a21oi_1                0.19
o21ai_0                0.54
ha_1                   0.34
inv_1                  0.08
fa_1                   0.44
nor3b_2                0.16
a211o_1                0.30
a21o_1                 0.25
a21oi_1                0.21
a21oi_1                0.11
xnor2_1                0.17
a2111oi_0              0.70
nand4_1                0.19
nor4_1                 0.67
nand4bb_1              0.21
nor4_2                 0.28
clkdlybuf4s50_1        0.51
[placed cells by master (no fill, tap or decap), types with 22 or more instances in the layout]
cell type / n
xnor2_1: 45
a22oi_1: 69
ha_1: 129
nor2_1: 80
nand2_1: 135
inv_1: 147
a21o_1: 26
o21ai_0: 106
nor3_1: 22
clkdlybuf4s50_1: 308
a21oi_1: 128
[final cells by class]
class              count  area, µm²  share of cell area (%)
repair buffers       324       3200                    27.5
inverters            152        571                    4.91
well taps            455        569                    4.90
multi-input cells   1044       7290                    62.7
[metal layers]
metal	global-route usage [%]	share of wire, %
met4	2.37	1.6
met2	29.4	47
met3	4.13	7.3
met5	0	0.032
met1	23.6	44
[final timing paths]
path	slack, ns	depth (start not counted)	endpoint	start
worst min-delay path	11.56	0	PCBranchE[1]	PCPlus4E[1]
worst max-delay path	10.56	21	PCSrcE	forwardBE[0]
[report_power, final]
part	leakage [nW]	switching (mW)	total (mW)	internal (mW)
Combinational	4.95	0.183	0.338	0.154
Clock	0	0	0	0
Sequential	0	0	0	0
Total	4.95	0.183	0.338	0.154
[cells by family after synthesis]
logic type               synth area share (%)
AND-OR/OR-AND                            39.7
XOR/XNOR                                 6.05
adder cells (fa/ha/maj)                  20.6
buffers and inverters                    11.6
multiplexers                             1.78
AND/OR/NAND/NOR                          20.2
Power is estimated from default activity; no workload was simulated.
