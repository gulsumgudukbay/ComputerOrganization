File: run.sh
#!/bin/bash
# OpenROAD 26Q1-2900-gdf79404cd8, Yosys 0.63+post, stock flow scripts
make -C /OpenROAD-flow-scripts/flow DESIGN_CONFIG=/design/flow/config.mk WORK_HOME=/design/flow/orfs finish
File: config.mk
export PLATFORM = sky130hd
export DESIGN_NAME = Decode
export DESIGN_NICKNAME = Decode
export VERILOG_FILES = /design/flow/design.v
export SDC_FILE = /design/flow/constraint.sdc
export NUM_CORES = 4
export LEC_CHECK = 1
export CORE_UTILIZATION = 40
File: constraint.sdc
current_design Decode

set clk_period 9.5
set clk_io_pct 0.2

create_clock -name clk0 -period $clk_period [get_ports {clk}]

set non_clock_inputs [all_inputs -no_clocks]
set_input_delay [expr $clk_period * $clk_io_pct] -clock clk0 $non_clock_inputs
set_output_delay [expr $clk_period * $clk_io_pct] -clock clk0 [all_outputs]
File: design.v
`timescale 1ns / 1ps
module regfile(input         clk, 
               input         we3, 
               input  [4:0]  ra1, ra2, wa3, 
               input  [31:0] wd3, 
               output [31:0] rd1, rd2);
	reg [31:0] rf[31:0];
	always @(posedge clk)
		if (we3) rf[wa3] <= wd3;	
	assign rd1 = (ra1 != 0) ? rf[ra1] : 0;
	assign rd2 = (ra2 != 0) ? rf[ra2] : 0;
endmodule
`timescale 1ns / 1ps
module signext(input  [15:0] a,
               output [31:0] y);
	assign y = {{16{a[15]}}, a};	 
endmodule
`timescale 1ns / 1ps
module Decode( input clk, RegWriteW, 
					input [4:0] writeRegW,
					input [31:0] instructionD, PCPlus4D, resultW,
					output [31:0] rd1D, rd2D, jtaD, signImm, 
					output [4:0] rsD, rtD, rdD);
assign rsD = instructionD[25:21];
assign rtD = instructionD[20:16];
assign rdD = instructionD[15:11];
regfile rf(clk, RegWriteW, instructionD[25:21],
                 instructionD[20:16], writeRegW,
                 resultW, rd1D, rd2D);
signext si(instructionD[15:0], signImm);
assign jtaD = {PCPlus4D[31:28], instructionD[25:0],2'b00};
endmodule
==> results.toml <==
# flow metrics
[outcome]
status = "finished, final reports clean"

[synth]
top_area_frac = 0.645
synth_top_cell_by_area = "edfxtp_1"
synthCells = 2453
edf_count = 1024
synth_area_um2 = 47700
ys_types = 33
ys_warn_count = 1
ys_seq_frac = 0.645
most_common_cell = "edfxtp_1"
ys_ff = 1024
yosys_area_um2 = 47700
syn_avg_cell_area_um2 = 19.4
flop_cell = "edfxtp_1"
yosysCellCount = 2453
netlist_top_cells_count = "edfxtp_1, mux4_2, mux2i_1, buf_4, nand2_1"
yosys-top-cells-area = "edfxtp_1, mux4_2, mux2i_1"
synthArstFlopShare = 0

[worst_setup_path]
crit_type = "input pin to primary output"
end_kind = "primary output"
worstSetupStartpoint = "instructionD[24]"
start_kind = "input pin"
crit_arrival_ns = 5.72
worst-path-max-fanout = 20
worst_ep_required_time_ns = 7.60

[timing]
relSlewSlack = 0.243
period_used_share = 0.802
rsz0062_at_grt = "false"
setup_tns_ns = 0
slew_violations = 0
fmax_mhz = 131
setup_viol = 0
period_needed_ns = 7.62
hold_viol = 0
max_slew.worst_pin.slew_ns = 1.13

[layout]
fillerInstances = 9542
reg.largest.list = "rf.rf: 1024 flops"
fin_area_um2 = 53900
top_register = "rf.rf"
largest_register_ff_count = 1024
layout-drive-gt1-share = 0.309
syn_to_final_growth_pct = 13.0

[drt]
vias = 26700
wl_per_cell_um = 35.2
route.met2.wl_mm = 67.8
wl_met1_mm = 42.2
wl_met3_mm = 30.3
antenna_cells = 0
routed_wirelength_mm = 147
postRouteAntennaNets = 0
top_layer_used = "met5"
drc = 0
initialDrtViolationCount = 1550
dr.pass1.iters = 5
vias_per_cell = 6.40

[pwr]
power_uw = 10000
peakVddDrop_mv = 0.162
p_per_area_nw_per_um2 = 186
p_leak_uw = 0.0170

[floorplanning]
row_count = 126
die_area_um2 = 121000
core_util_floorplan = 0.404
die_y_um = 347
dieWidth_um = 347
core-area_um2 = 118000
pin_count = 246

[global_routing]
grt_pass1_wl_mm = 210
grt_max_degree = 70
first_global_vias = 30800
grt_use_total = 0.269
grt-ovfl-total = 0
grt_antenna_before_repair = 4

[clock_network]
cts_root_buffer = "clkbuf_16"
cts_max_level = 3
post_cts_buffers = 0
cts_resized = 0
cts_tree = "built"
hold_buffers = 0
clock-sinks = 1024
numCtsBuffers = 107
path_clk_slew_ns = 0.06
clock_path_buffers = 3

[placement]
hpwl_mm = 85.7
placed_area_um2 = 50500
gp_congestion = 0.888
io_buffers = 132

[run]
cap_violations = 0
warnings = 60

[min_path]
hp-start = "resultW[14]"
hold_class = "input pin to flop"
==> cell type report <==
class	instances	area, um2	share of cell area
Sequential cell	1024	30700	0.571
Clock buffer	143	2880	0.0534
Multi-Input combinational cell	1130	15400	0.286
Clock inverter	50	460	0.00855
Tap cell	1536	1920	0.0357
Timing Repair Buffer	261	2340	0.0435
Inverter	25	96.3	0.00179
==> cells in the final DEF (no fill, tap or decap), types with 2 or more instances in the layout <==
cell type        instances
bufinv_16                8
clkinvlp_4               2
buf_8                    4
a22o_1                  64
clkinv_1                26
conb_1                   2
nor3_1                   3
a221oi_1                24
inv_1                   24
or3b_2                   3
a211oi_1                61
nor2b_1                  3
mux2i_1                118
nand2b_1                 3
o22ai_1                 43
nor4_1                  14
mux2_2                  40
inv_6                    3
buf_12                   3
a21oi_1                 82
a221o_1                 24
buf_4                  129
nand3_1                  2
o221ai_1                29
nor2_4                  35
nand2_1                 94
clkinv_2                 9
clkdlybuf4s50_1        124
nor2_1                   8
edfxtp_1              1024
nor2b_4                  5
and3_1                   8
clkbuf_1                33
nand3b_1                 6
clkbuf_16              110
mux4_2                 453
==> power by group <==
group / leakage (uW) / switching (uW) / internal [uW]
clock: 0.00161 / 1720 / 2330
combinational: 0.00619 / 502 / 397
sequential: 0.00922 / 22.4 / 5030
total: 0.0170 / 2240 / 7760
==> worst paths after layout <==
| check | endpoint | cells past startpoint |
|---|---|---|
| worst max-delay path | rd1D[2] | 8 |
| worst min-delay path | rf.rf[0][14] | 2 |
==> kinds of logic (layout without fill, tap and decap cells) <==
kind of cell	after synthesis	count (layout)	share of synthesized area
flops	1024	1024	0.645
mux	611	611	0.248
compound gates	327	327	0.0504
buf+inv	300	479	0.0381
simple gates	190	190	0.0182
other cells	1	2	0.0000787
==> routing by layer <==
| metal | vias up | GRT usage |
|---|---|---|
| met5 | - | 0.0600 |
| met4 | 32 | 0.0790 |
| met3 | 378 | 0.246 |
| met2 | 2328 | 0.385 |
| met1 | 13300 | 0.280 |
| li1 | 10700 | - |
==> worst max-delay path, stage by stage <==
cell	delay (ns)
buf_4	0.31
buf_4	0.39
nor2b_4	0.81
buf_4	0.56
a22o_1	0.21
a21oi_1	0.06
a211oi_1	0.74
clkdlybuf4s50_1	0.64
==> through the flow <==
stage                     instances   util  hold WS [ns]  setup slack [ns]
final                          4169  0.456          2.04              1.88
after global routing           4169  0.456          2.04              1.84
after CTS                      4169  0.456          2.01              2.00
after detailed placement       3976  0.428          2.73              2.05
after global placement         3976  0.428          2.72              2.04
after floorplan                2454      -          2.00              4.32
Power figures rest on the tool's default switching activity, not on a simulated workload.
